==> design.v <==
`timescale 1ns / 1ps
module REGmux
(
    input  logic [31:0] result,     
    input  logic [31:0] data_o,     
    input  logic [31:0] PCplus4,    
    input  logic [31:0] branch_adder_o,    
    input  logic [ 1:0] MemtoReg,   
    output logic [31:0] WriteData   
    );
    always_comb begin
        case(MemtoReg)
        2'b00:  WriteData = result;
        2'b01:  WriteData = data_o;
        2'b10:  WriteData = PCplus4;
        2'b11:  WriteData = branch_adder_o;
        default:WriteData = 32'b00;
        endcase
    end
endmodule
==> run.sh <==
#!/bin/bash
# OpenROAD 26Q1-2900-gdf79404cd8, Yosys 0.63+post, stock flow scripts
make -C /OpenROAD-flow-scripts/flow DESIGN_CONFIG=/design/flow/config.mk WORK_HOME=/design/flow/orfs finish
==> config.mk <==
export PLATFORM = sky130hd
export DESIGN_NAME = REGmux
export DESIGN_NICKNAME = REGmux
export VERILOG_FILES = /design/flow/design.v
export SDC_FILE = /design/flow/constraint.sdc
export NUM_CORES = 4
export LEC_CHECK = 1
export CORE_AREA = 10 10 76 76
export DIE_AREA = 0 0 86 86
==> constraint.sdc <==
current_design REGmux

set clk_period 1.1
set clk_io_pct 0.2

create_clock -name clk0 -period $clk_period

set non_clock_inputs [all_inputs -no_clocks]
set_input_delay [expr $clk_period * $clk_io_pct] -clock clk0 $non_clock_inputs
set_output_delay [expr $clk_period * $clk_io_pct] -clock clk0 [all_outputs]
==> results.txt <==
power after layout: 0.000771 W
Routed Antenna Nets: 0
cell count after synthesis: 39
FF/Latch Area: 0 sq um
Rel. slew slack: 91.4%
mux frac, synth: 89.4%
MaxCap Viol Count: 0
clkbuf count: 0
Peak VDD IR: 0.243 mV
vias post-DR: 1212
Slowest Stage Delay on Critical Path: 510 ps
type of destination of the critical path: output port
fmax: 732 MHz
commonest cells after routing, fill and taps aside: dlygate4sd2_1, buf_2, mux4_2
OpenROAD warnings: 36
kind of critical path: in2out
Leak: 1.12 nW
Crit Path Max Fanout: 6
final setup margin: -266 ps
failing checks: setup timing
GRT overflow: 0
Die Ht: 86 um
DR iter-0 viols: 26
ys cells: 39
adder share: 0%
comb. cell area: 721 sq um
chip width: 86 um
CP arrival: 1150 ps
largest net degree at the start of global routing: 13
Placer Congestion: 0.859
most used cell, CP: buf_16
first-pass GRT wire length: 9000 um
chip area: 7400 sq um
Final period util: 124%
Max Slew Vio Count: 0
site row count: 23
post-route setup TNS: -7250 ps
Wirelength per Cell: 24.2 um
CP Launch Type: input pin
most frequent logic cell in the layout: dlygate4sd2_1
library cells used by synthesis: 5
worst-path cell chain: buf_16, buf_16, mux4_2, buf_2
initial antenna violation count: 2
Area Overhead vs Synth: 184%
RSZ-0062 raised after global routing: yes
port bufs: 162
drt pass-1 iters: 2
Hold Buf Count CTS: 0
placement-stage cell area: 2460 sq um
DRC viols: 0
Power Density: 333 nW/um^2
Vias/cell: 4.75
flop count: 0
GR Util All Layers: 16.2%
endpoints failing setup: 32
Worst Tran Pin Value: 130 ps
Init Core Util: 19.8%
share of cells above drive strength 1: 36.9%
Min Clock Period, post-route: 1370 ps
xor/xnor share: 0%
Placeable Area: 4120 sq um
Fillers: 414
syn_area_per_cell: 20.9 sq um
io pins: 162
synthesized area: 815 sq um
Worst path slowest cell: mux4_2
Worst Path Buf+Inv: 3
setup bufs post-CTS: 0
yosys aoi share: 0%
Crit path max-delay family: multiplexers
Routed WL: 6160 um
Hold Crit Class: in2out
Post-DP HPWL: 5420 um
CP required: 880 ps
final tally of hold violations: 0
Seq/Total Area, Yosys: 0%
vias in the first global route: 1489
Basic Gates by Area: 0%
Dominant comb cell: multiplexers
Synthesis Warnings: 1
status: finished with violations
Yosys chip area: 815 sq um
cell area after layout: 2320 sq um
==> final cells by class <==
| type | count | share of cell area (%) |
|---|---|---|
| repair buffers | 171 | 66.0 |
| multi-input cells | 32 | 31.1 |
| well taps | 50 | 2.70 |
| diodes | 2 | 0.216 |
==> Yosys cell counts <==
cell    number  area (sq um)
buf_12       3          60.1
buf_2        3          15.0
mux4_2      30           676
buf_6        1          11.3
mux4_1       2          52.6
==> routing by layer <==
| layer | global-route usage (%) | part of all wire [%] |
|---|---|---|
| met2 | 30.2 | 56 |
| met3 | 9.53 | 14 |
| met4 | 1.20 | 0.86 |
| met1 | 15.4 | 29 |
| met5 | 0 | 0 |
==> timing repair <==
item / in CTS / in global routing
resized: 246 / 0
setup endpoints to repair: 32 / 32
cloned: 5 / 0
==> path summary, 6_finish.rpt <==
check         from             to  slack, ps  cells past startpoint
max    MemtoReg[0]   WriteData[7]       -270                      4
min    PCplus4[26]  WriteData[26]        920                      3
==> cells by family after synthesis <==
family	count (synthesis)
mux	32
buf+inv	7
==> report_power, final <==
part	switching, W	internal, W	total (W)
clock network	0	0.000000000243	0.000000000243
logic	0.000197	0.000575	0.000771
registers	0	0	0
==> stage by stage <==
| step | setup slack [ps] | utilization [%] | hold slack (ps) | cells |
|---|---|---|---|---|
| floorplan | -31.6 | - | 526 | 39 |
| detailed placement | -861 | 59.8 | 1470 | 248 |
| finish | -266 | 56.3 | 921 | 255 |
| global route | -298 | 56.3 | 936 | 255 |
| CTS | -266 | 56.2 | 924 | 253 |
| global placement | -863 | 59.8 | 1480 | 248 |
Power figures rest on the tool's default switching activity, not on a simulated workload.
