--- ./run.sh ---
#!/bin/bash
# OpenROAD 26Q1-2900-gdf79404cd8, Yosys 0.63+post, stock flow scripts
make -C /OpenROAD-flow-scripts/flow DESIGN_CONFIG=/design/flow/config.mk WORK_HOME=/design/flow/orfs finish
--- ./config.mk ---
export PLATFORM = sky130hd
export DESIGN_NAME = alu
export DESIGN_NICKNAME = alu
export VERILOG_FILES = /design/flow/design.v
export SDC_FILE = /design/flow/constraint.sdc
export NUM_CORES = 4
export LEC_CHECK = 1
export CORE_UTILIZATION = 50
--- ./constraint.sdc ---
current_design alu

set clk_period 14.4
set clk_io_pct 0.2

create_clock -name clk0 -period $clk_period

set non_clock_inputs [all_inputs -no_clocks]
set_input_delay [expr $clk_period * $clk_io_pct] -clock clk0 $non_clock_inputs
set_output_delay [expr $clk_period * $clk_io_pct] -clock clk0 [all_outputs]
--- ./design.v ---
`timescale 1ns / 1ps
module alu(
    input  logic [31:0] A, 
    input  logic [31:0] B,
    input  logic [ 3:0] control_i,
    output logic [31:0] result,
    output logic        zero,
    output logic        alu_last_bit
);
always_comb
begin
    case (control_i)
        4'b0000:  result <= A + B;                                      
        4'b0001:  result <= (A << B[4:0]);                              
        4'b0010:  result <= {{31{1'b0}}, ($signed(A) < $signed(B))};    
        4'b0011:  result <= {{31{1'b0}}, (A < B)};                      
        4'b0100:  result <= A ^ B;                                      
        4'b0101:  result <= (A >> B[4:0]);                              
        4'b0110:  result <= A | B;                                      
        4'b0111:  result <= A & B;                                      
        4'b1000:  result <=  A - B;                                     
        4'b1001:  result <= $signed(A) >>> B[4:0];                      
        default:  result <= 0;
    endcase
end
assign zero = (result == 0) ? 1'b1 : 1'b0;
assign alu_last_bit = result[0];
endmodule
==> qor.log <==
qor: clock_network.post_cts_hold_buffer_count 0
qor: global_route.gr-usage-all-layers 0.4860
qor: synthesis.syn_inst 1424
qor: synthesis.ys_seq_share 0
qor: clock_network.cts_setup_buffers 0
qor: pwr.power_per_cell_area 41.13 nW/µm²
qor: worst_setup_path.cp-end-kind output port
qor: floorplan.core.rowCount 51
qor: placed_design.dp_hpwl 38.08 mm
qor: layout.layout.cells.most_common sky130_fd_sc_hd__nand2_1
qor: synthesis.top_cell_area_share 0.1336
qor: detailed_routing.routed_wirelength 49.06 mm
qor: placed_design.port-buffer-count 102
qor: synthesis.ys_cells 1424
qor: worst_setup_path.cp.arrival 8820 ps
qor: layout.logic_area 9165 µm²
qor: timing.total_neg_setup_slack 0 ps
qor: detailed_routing.dr.pass1.iters 6
qor: worst_setup_path.critical_path.max_fanout 41
qor: synthesis.synth.cell_area 10120 µm²
qor: layout.final_layout_size_suffix_gt1_frac 0.1066
qor: synthesis.synth_top_cell_by_area sky130_fd_sc_hd__mux4_2
qor: floorplan.die.size.x 144.2 µm
qor: flow_run.cap_viol_max_count 0
qor: layout.num-fill-cells 1879
qor: layout.mostFrequentLayoutCells sky130_fd_sc_hd__nand2_1, sky130_fd_sc_hd__nor2_1, sky130_fd_sc_hd__inv_1
qor: pwr.ir_drop 0.02784 mV
qor: flow_run.openroad_warning_count 98
qor: timing.slew_headroom 0.3112
qor: layout.final_area 11180 µm²
qor: global_route.first_global_vias 11420
qor: synthesis.yosys.stat.chipArea 10120 µm²
qor: outcome.run_status complete, no violations
qor: synthesis.simple_gate_area_frac 0.2543
qor: floorplan.floorplanUtilization 0.5148
qor: layout.sequential_cell_total 0
qor: global_route.grt_pass1_wl 72.48 mm
qor: layout.layout.area.seq 0 µm²
qor: floorplan.core 19650 µm²
qor: min_path.hold_path.class in2out
qor: timing.finalCritPeriodShare 0.8124
qor: placed_design.dpl_cell_area 11180 µm²
qor: pwr.total_power 0.0004600 W
qor: floorplan.io-pin-count 102
qor: detailed_routing.dr.first_iter.drc_count 1548
qor: timing.post-route-min-period 11700 ps
qor: worst_setup_path.cpMaxStageDelayCell sky130_fd_sc_hd__a222oi_1
qor: pwr.total_leakage_power 4.465 nW
qor: detailed_routing.antennaDiodeCount 0
qor: global_route.grt_max_degree 59
qor: timing.final-max-slew-violation-count 0
qor: global_route.antenna_found_initial 0
qor: timing.worst_pin_slew 1033 ps
qor: detailed_routing.drcViolationCount 0
qor: detailed_routing.detail_route.vias_per_cell 7.350
qor: detailed_routing.vias 12640
qor: detailed_routing.ant_nets 0
qor: synthesis.post_synth_fa_ha_maj_area_fraction 0.1239
qor: clock_network.post_cts.resized_instances 0
qor: synthesis.yosys.cell_types.count 104
qor: worst_setup_path.worstSetupStartpointType input pin
qor: synthesis.compound_area_frac 0.3292
qor: layout.area_growth 10.52%
qor: floorplan.die_h 144.2 µm
qor: timing.timing_limited_maximum_frequency 0.08548 GHz
qor: synthesis.yosysWarnings 1
qor: floorplan.chip_area 20810 µm²
qor: worst_setup_path.required_time_of_the_worst_setup_path 11520 ps
qor: worst_setup_path.cp_slowest_stage_delay 970 ps
qor: layout.n_clock_buffer 0
qor: synthesis.ys_top_logic_family AND-OR/OR-AND gates
qor: global_route.grt.overflow.total 0
qor: timing.final_hold_viols 0
qor: timing.setup_viol 0
qor: worst_setup_path.crit_path_cell_trace buf_2 > buf_4 > buf_4 > nor2b_1 > a222oi_1 > o21ai_0 > o32ai_1 > a211o_1 > nor4b_1 > or4b_1 > nor4_2 > or4b_1 > nor4_2 > clkdlybuf4s50_1
qor: synthesis.post_synth_mux_share 0.1911
qor: synthesis.synthXorXnorAreaFrac 0.006060
qor: synthesis.synthesis.area_per_instance 7.105 µm²
qor: placed_design.place.gp.congestion 1.130
qor: timing.worst_hold_slack 7019 ps
qor: timing.rsz0062_at_grt false
qor: worst_setup_path.critical_path_class in2out
qor: synthesis.netlist_top_cells_area sky130_fd_sc_hd__mux4_2, sky130_fd_sc_hd__ha_1, sky130_fd_sc_hd__nand2_1, sky130_fd_sc_hd__a21oi_1, sky130_fd_sc_hd__mux2i_1
qor: detailed_routing.wl_per_cell 28.54 µm
-- area by class of cell --
class	instances	share of cell area
inverter	109	0.03659
multi-input combinational	1206	0.8196
tap	265	0.02965
timing repair buffer	139	0.1141
-- synth_stat cells (8+ instances only) --
cell                        number
sky130_fd_sc_hd__nor3_1         39
sky130_fd_sc_hd__a221oi_1       12
sky130_fd_sc_hd__a21o_1         17
sky130_fd_sc_hd__a22oi_1         9
sky130_fd_sc_hd__nor2_1        108
sky130_fd_sc_hd__a31oi_1         9
sky130_fd_sc_hd__buf_1          12
sky130_fd_sc_hd__nand2_1       152
sky130_fd_sc_hd__nand3_1        46
sky130_fd_sc_hd__o21bai_1       10
sky130_fd_sc_hd__o22ai_1        17
sky130_fd_sc_hd__a2111oi_0       9
sky130_fd_sc_hd__a32oi_1         8
sky130_fd_sc_hd__and3_1         16
sky130_fd_sc_hd__nor4_1         18
sky130_fd_sc_hd__and2_1         10
sky130_fd_sc_hd__mux2_2          9
sky130_fd_sc_hd__o211ai_1       32
sky130_fd_sc_hd__nand2b_1       20
sky130_fd_sc_hd__or3_1          10
sky130_fd_sc_hd__ha_1           97
sky130_fd_sc_hd__inv_1         104
sky130_fd_sc_hd__clkbuf_1       61
sky130_fd_sc_hd__a211oi_1       33
sky130_fd_sc_hd__o221ai_1        9
sky130_fd_sc_hd__mux4_2         60
sky130_fd_sc_hd__buf_2          19
sky130_fd_sc_hd__nor2b_1        14
sky130_fd_sc_hd__o2111ai_1      10
sky130_fd_sc_hd__a211o_1        13
sky130_fd_sc_hd__o31ai_1        16
sky130_fd_sc_hd__nand4_1        16
sky130_fd_sc_hd__a21oi_1       100
sky130_fd_sc_hd__mux2i_1        48
sky130_fd_sc_hd__o21ai_0        89
sky130_fd_sc_hd__nand4b_1        8
-- worst max-delay path: cells and delay by family --
| kind | cells | cell delay [ps] |
|---|---|---|
| buffers and inverters | 4 | 1560 |
| and+or+nand+nor | 6 | 2570 |
| AOI/OAI and AO/OA | 4 | 1750 |
-- final timing paths --
check | start | endpoint | depth (start not counted)
min | B[3] | result[1] | 4
max | B[1] | zero | 14
-- per-stage QoR --
step,utilization,setup WS [ps],cells
after detailed placement,0.5689,2912,1719
final,0.5689,2701,1719
after floorplan,-,3869,1424
after global routing,0.5689,2523,1719
after CTS,0.5689,2899,1719
after global placement,0.5689,3004,1719
-- power by group --
group | leakage (nW) | switching (W) | internal (W)
Clock | 0 | 0 | 0
Combinational | 4.46 | 0.000284 | 0.000176
Sequential | 0 | 0 | 0
-- logic make-up after synthesis --
kind of cell / count (synthesis)
xor+xnor: 7
fa+ha+maj: 99
simple gates: 506
mux: 117
buf+inv: 218
compound gates: 477
-- metal layers --
| metal | global-route usage | share of wire | vias to the layer above |
|---|---|---|---|
| met3 | 0.2057 | 0.15 | 188 |
| met2 | 0.6873 | 0.40 | 1081 |
| met4 | 0.2382 | 0.064 | 0 |
| met5 | 0 | 0 | - |
| met1 | 0.6379 | 0.38 | 5832 |
| li1 | - | - | 5534 |
No activity file was given, so power comes from the tool's default toggle rates.
