==> design.v <==
`timescale 1ns / 1ps
module reg_file(
    input  logic        clk,
    input  logic        rst_n,
    input  logic        RegWrite,
    input  logic [ 4:0] Rs1,
    input  logic [ 4:0] Rs2,
    input  logic [ 4:0] Rd,
    input  logic [31:0] WriteData,
    output logic [31:0] ReadData1,
    output logic [31:0] ReadData2
    );
    logic [31:0] register [0:31];
    always_ff @(posedge clk)
    begin
        if(!rst_n)
            for(int i = 0; i< 32; i++)
                register[i] <= 32'b0;            
        else if (RegWrite == 1'b1 && Rd != 5'b0) 
            register[Rd] <= WriteData;
    end
    always_comb
    begin
        ReadData1 = register[Rs1];
        ReadData2 = register[Rs2];        
    end
endmodule
==> run.sh <==
#!/bin/bash
# OpenROAD 26Q1-2900-gdf79404cd8, Yosys 0.63+post, stock flow scripts
make -C /OpenROAD-flow-scripts/flow DESIGN_CONFIG=/design/flow/config.mk WORK_HOME=/design/flow/orfs finish
==> config.mk <==
export PLATFORM = sky130hd
export DESIGN_NAME = reg_file
export DESIGN_NICKNAME = reg_file
export VERILOG_FILES = /design/flow/design.v
export SDC_FILE = /design/flow/constraint.sdc
export NUM_CORES = 4
export LEC_CHECK = 1
export CORE_UTILIZATION = 50
==> constraint.sdc <==
current_design reg_file

set clk_period 19.2
set clk_io_pct 0.2

create_clock -name clk0 -period $clk_period [get_ports {clk}]

set non_clock_inputs [all_inputs -no_clocks]
set_input_delay [expr $clk_period * $clk_io_pct] -clock clk0 $non_clock_inputs
set_output_delay [expr $clk_period * $clk_io_pct] -clock clk0 [all_outputs]
==> impl_metrics.tcl <==
# yosys + openroad results
set metrics [dict create \
    status "finished clean" \
    rsz0062_at_grt "no" \
    htree_num_levels 3 \
    routabilityCongestion 0.899 \
    crit_arrival_ns 8.25 \
    peakVddDrop_mv 0.0769 \
    yosys_warnings 1 \
    ant_nets 0 \
    drt_pass1_iterations 5 \
    viasPerCell 6.12 \
    drive_above_1_share_pct 8.83 \
    grt-ovfl-total 0 \
    setup_violations 0 \
    areaGrowthSynthToFinish_pct 11.9 \
    maxSlewViolCount 0 \
    ys_chip_area_um2 55700 \
    antenna_found_initial 9 \
    synthesis.instances 4609 \
    maxCapViolCount 0 \
    clock_path_buffers 3 \
    wl_per_cell_um 30.9 \
    cts.repair.resized 0 \
    nFillCells 8860 \
    io_pins 114 \
    whs_endpoint "register[25][13]" \
    path_clk_slew_ns 0.06 \
    criticalPathCategory "input pin to output pin" \
    cts_inserted_buffers 115 \
    yosysTopAreaCellShare_pct 55.2 \
    reg.largest.list "register x1024" \
    common_cells "edfxtp_1 (1024), mux2i_1 (1024), and2_1 (994), clkbuf_1 (255), nand2_1 (196)" \
    worstMarginPinSlew_ns 1.02 \
    io_buffers 113 \
    ys_types 32 \
    path_max_fanout 67 \
    die-area_um2 113000 \
    pwr_density_cell_nw_per_um2 87.5 \
    largest_register_ffs 1024 \
    cp.required_ns 15.36 \
    drc_errors 0 \
    postCtsSetupBuffers 0 \
    tool_warnings 26 \
    tns_ns 0 \
    syn_area_um2 55700 \
    edf_count 1024 \
    synth_top_cell_by_area "edfxtp_1" \
    largest_register "register" \
    grt_usage_pct 37.1 \
    dp_hpwl_um 108000 \
    grt_first_pass_wirelength_um 271000 \
    maxSlewHeadroom_pct 31.8 \
    p_leak_nw 24.1 \
    startpoint_type "input pin" \
    yosysSeqAreaShare_pct 55.2 \
    end_kind "output pin" \
    num_rows 122 \
    die_height_um 336 \
    fp_util_pct 50.4 \
    topCellsByArea "edfxtp_1 (55%), mux2i_1 (18%), and2_1 (11%), a22oi_1 (2.6%), a22o_1 (2.0%)" \
    cts_tree "done" \
    min_period_ns 12.09 \
    min_period_over_period_pct 63.0 \
    postSynthAreaPerCell_um2 12.1 \
    drt_iter0_markers 2123 \
    chipWidth_um 336 \
    routed_wl_um 191000 \
    max_freq_ghz 0.0827 \
    cts_root_buf "clkbuf_16" \
    hold_viol_final 0 \
    grt_max_degree 92 \
    via_count 37900 \
    ctsHoldBuffers 0 \
    cp-startpoint "Rs1[1]" \
    hold_path_class "input pin to flip-flop" \
    whs_ns 3.85 \
    ys.flops 1024 \
    async_reset_ff_share_pct 0 \
    clkSinkCount 1024 \
    ff_type "edfxtp_1" \
    ys_cells 4609 \
    min_from "WriteData[13]" \
    coreArea_um2 111000 \
    grt_pass1_vias 38500 \
    hold_depth 2 \
]
-- power by group --
part | switching (mW) | total, mW | internal [mW] | leakage [nW]
clock network | 0.910 | 2.17 | 1.26 | 1.82
registers | 0.0597 | 2.64 | 2.58 | 9.75
logic | 0.407 | 0.643 | 0.235 | 12.6
total | 1.38 | 5.46 | 4.08 | 24.1
-- critical path, cell delays in order --
cell,delay [ns]
buf_8,0.47
buf_4,0.70
buf_4,0.70
buf_4,0.70
mux2i_1,0.17
a22o_1,0.26
nor3_1,0.45
a31oi_1,0.15
nand3_1,0.13
clkdlybuf4s50_1,0.47
-- how the worst max path moves through the flow --
stage,cells past startpoint,end,slack (ns)
CTS,10,ReadData1[21],7.19
global route,10,ReadData1[21],6.95
finish,10,ReadData1[21],7.11
-- cell families after synthesis --
group,share of synthesized area [%]
flip-flops,55.2
buffers and inverters,3.71
other,0.00673
multiplexers,18.4
AND-OR/OR-AND,7.32
AND/OR/NAND/NOR,15.4
-- placed cells by master, fill, tap and decap left out, types with 3 or more instances in the layout --
cell type / n
clkbuf_16: 118
nand3_1: 193
nand2_1: 194
mux2i_1: 1024
bufinv_16: 11
nand3b_1: 3
o21ai_4: 31
diode_2: 10
conb_1: 32
a22oi_1: 192
nor2_4: 33
a31oi_1: 64
clkbuf_1: 22
nor3_1: 64
and2_1: 992
a22o_1: 128
edfxtp_1: 1024
nand2b_2: 4
clkdlybuf4s50_1: 110
clkinv_1: 31
clkinv_2: 27
a21oi_1: 192
nor2b_4: 4
nand2_2: 3
clkinv_8: 3
buf_4: 166
-- area by class of cell --
class | instances | area (µm²) | area share [%]
diodes | 10 | 25.0 | 0.0401
clock buffers | 140 | 3040 | 4.87
clock inverters | 75 | 654 | 1.05
inverters | 1 | 3.75 | 0.00602
multi-input cells | 3165 | 23600 | 37.9
flip-flops and latches | 1024 | 30700 | 49.3
well taps | 1488 | 1860 | 2.99
repair buffers | 281 | 2420 | 3.88
-- through the flow --
step                      setup slack, ns  util [%]  instances  instance area (µm²)  power (mW)
after CTS                            7.19      56.4       6174                62300        5.48
after detailed placement             7.19      53.1       5959                58600        3.32
after global routing                 6.95      56.4       6177                62300        5.62
final                                7.11      56.4       6184                62400        5.46
after floorplan                     10.35         -       4640                55800        3.05
after global placement               7.20      53.1       5959                58600        3.32
-- metal layers --
metal  up-vias  part of all wire, %  global-route usage, %
li1      16900                    -                      -
met1     18300                   37                   50.5
met2      2231                   43                   51.1
met3       404                   15                   23.6
met4        17                  3.7                   11.0
met5         -                 0.24                   3.49
Power is estimated from default activity; no workload was simulated.
